==> ./config.mk <==
export PLATFORM = sky130hd
export DESIGN_NAME = systolic_array_3x3
export DESIGN_NICKNAME = systolic_array_3x3
export VERILOG_FILES = /design/flow/design.v
export SDC_FILE = /design/flow/constraint.sdc
export NUM_CORES = 4
export LEC_CHECK = 1
export CORE_UTILIZATION = 30
export SYNTH_HDL_FRONTEND = slang
==> ./constraint.sdc <==
current_design systolic_array_3x3

set clk_period 11.6
set clk_io_pct 0.2

create_clock -name clk0 -period $clk_period [get_ports {clk}]

set non_clock_inputs [all_inputs -no_clocks]
set_input_delay [expr $clk_period * $clk_io_pct] -clock clk0 $non_clock_inputs
set_output_delay [expr $clk_period * $clk_io_pct] -clock clk0 [all_outputs]
==> ./design.v <==
module systolic_array_3x3(
    input clk,          
    input rst,          
    input [7:0] a[0:2][0:2],   
    input [7:0] b[0:2][0:2],   
    output [15:0] c[0:2][0:2]  
);
wire [7:0] a_wire[0:2][0:2];
wire [7:0] b_wire[0:2][0:2];
wire [15:0] c_wire[0:2][0:2];
genvar i, j;
generate
    for (i = 0; i < 3; i = i + 1) begin: row
        for (j = 0; j < 3; j = j + 1) begin: col
            processing_element PE (
                .clk(clk),
                .rst(rst),
                .a_in((i == 0) ? a[i][j] : a_wire[i-1][j]),   
                .b_in((j == 0) ? b[i][j] : b_wire[i][j-1]),   
                .a_out(a_wire[i][j]),                         
                .b_out(b_wire[i][j]),                         
                .c_in((i == 0 || j == 0) ? 16'd0 : c_wire[i-1][j-1]),  
                .c_out(c_wire[i][j])                          
            );
        end
    end
endgenerate
assign c[0][0] = c_wire[0][0];
assign c[0][1] = c_wire[0][1];
assign c[0][2] = c_wire[0][2];
assign c[1][0] = c_wire[1][0];
assign c[1][1] = c_wire[1][1];
assign c[1][2] = c_wire[1][2];
assign c[2][0] = c_wire[2][0];
assign c[2][1] = c_wire[2][1];
assign c[2][2] = c_wire[2][2];
endmodule
module processing_element(
    input clk,              
    input rst,              
    input [7:0] a_in,       
    input [7:0] b_in,       
    output [7:0] a_out,     
    output [7:0] b_out,     
    input [15:0] c_in,      
    output reg [15:0] c_out  
);
reg [7:0] a_reg, b_reg;
always @(posedge clk or posedge rst) begin
    if (rst) begin
        a_reg <= 8'd0;
        b_reg <= 8'd0;
        c_out <= 16'd0;
    end else begin
        a_reg <= a_in;
        b_reg <= b_in;
        c_out <= c_in + (a_in * b_in);
    end
end
assign a_out = a_reg;
assign b_out = b_reg;
endmodule
==> ./run.sh <==
#!/bin/bash
# OpenROAD 26Q1-2900-gdf79404cd8, Yosys 0.63+post, stock flow scripts
make -C /OpenROAD-flow-scripts/flow DESIGN_CONFIG=/design/flow/config.mk WORK_HOME=/design/flow/orfs finish
==> out/qor.yml <==
run_status:
  status: "finished, final reports clean"
grt:
  grt_use_total_pct: 14.2
  grt_pass1_vias: 17900
  grt_pass1_wl_microns: 97100
  antenna_found_initial: 3
  grt_remaining_overflow: 0
  grt_max_degree: 82
setup_path:
  cp.arrival_ns: 6.83
  cpPeakStageDelay_ns: 0.62
  required_ns: 12.05
  worst_setup_path_start_kind: "primary input"
  end_kind: "flop"
  crit_path_top_delay_cell: "clkdlybuf4s50_1"
  critical_path.top_delay_family: "adder cells"
  crit_chain: "clkdlybuf4s50_1, and2_1, fa_1, inv_1, fa_1, inv_1, fa_1, inv_1, fa_1, inv_1, ha_1, nand3_1, nor2_1, nor3_1, nor3_1, a31oi_1, xnor2_1"
  critical_path.max_fanout: 9
  cp_num_buf_inv: 5
  critical_path_class: "primary input to flop"
layout:
  fillCellCount: 8670
  logic_area_sq_um: 17900
  regArea_sq_um: 6010
  drive_above_1_share_pct: 1.98
  area_delta_synth_final_pct: 16.6
flow_run:
  cap_violations: 0
  openroad.warnings: 121
sta:
  finalMaxSlewViolations: 0
  tightest_slew_ns: 0.732
  fin_skew_ns: 0.0139
  grt_setup_unrepaired: "no"
  finalSetupTns_ns: 0
  relSlewSlack_pct: 51.2
  setup_violations: 0
  holdWs_ns: 0.558
  fmax_mhz: 157
  min_period_over_period_pct: 55.0
  period_needed_ns: 6.39
  hold_violations: 0
floorplanning:
  coreArea_sq_um: 86900
  chip_area_sq_um: 89000
  die_width_microns: 298
  rows: 108
  die_h_microns: 298
  io_pins: 290
  fp-utilization_pct: 30.3
yosys:
  synthCells: 2642
  yosys_warnings: 0
  netlist_area_sq_um: 26400
  syn_avg_cell_area_sq_um: 9.97
  ys_seq_share_pct: 22.8
  ys_cells: 2642
  synth-async-reset-ratio_pct: 100
  ys_area_sq_um: 26400
  ys_ff: 240
  yosysUniqueCellTypes: 50
  synth-main-ff-cell: "dfrtp_1"
  edf_count: 0
cts:
  cts_tree: "yes"
  cts_hold_buf: 0
  cts.sinks: 240
  post_cts_buffers: 0
  clkTransAtPathRegs_ns: 0.06
  insertion_delay_ns: 0.57
  clockRootBuffer: "clkbuf_16"
  cts_buffers: 29
  postCtsResizedCells: 0
  clock_path_buffers: 3
  htreeDepth: 1
drt:
  routed_via_density: 4.27
  ant_nets: 0
  wirelength_microns: 58200
  first_pass_iters: 4
  drcViolationCount: 0
  drt_iter0_markers: 578
  wl_per_cell_microns: 14.4
  num_vias: 17300
place:
  place_congestion: 0.897
  port_buffers: 193
  dp_hpwl_microns: 47900
pwr:
  leakagePower_nw: 15.6
  peakVddDrop_uv: 138
  p_per_area_nw_per_um2: 241
hold_path:
  hold_path.class: "flop to flop"
[report_power, final]
group          switching (mW)  internal (mW)
registers               0.206           1.15
clock network           0.372          0.558
logic                    2.65           2.47
[per-stage QoR]
stage | total power [mW] | std cells | area, sq um | utilization [%] | worst slack (ns)
CTS | 7.56 | 4040 | 30700 | 35.3 | 5.27
floorplan | 5.07 | 2642 | 26400 | - | 2.69
finish | 7.41 | 4041 | 30700 | 35.3 | 5.21
global route | 8.32 | 4041 | 30700 | 35.3 | 5.04
global placement | 6.57 | 3990 | 29700 | 34.2 | 4.69
detailed placement | 6.57 | 3990 | 29700 | 34.2 | 4.66
[cell type report]
cell class | instances | area share (%)
Sequential cell | 240 | 19.6
Antenna cell | 1 | 0.00815
Tap cell | 1155 | 4.71
Timing Repair Buffer | 196 | 6.36
Multi-Input combinational cell | 1760 | 58.4
Clock buffer | 36 | 2.51
Inverter | 639 | 7.83
Clock inverter | 14 | 0.623
[kinds of logic (layout without fill, tap and decap cells)]
group | count (synthesis) | after routing | share of synthesized area [%]
compound gates | 222 | 222 | 5.67
flops | 240 | 240 | 22.8
xor+xnor | 103 | 103 | 3.42
fa+ha+maj | 700 | 700 | 44.1
simple gates | 735 | 735 | 14.9
buf+inv | 642 | 885 | 9.14
other cells | 0 | 1 | 0
[cell usage after synthesis (2+ instances only)]
cell	count	area share (%)
a211o_1	6	0.20
a311o_1	2	0.076
a31o_1	9	0.30
clkbuf_1	3	0.043
o21ai_0	16	0.30
nand2_1	206	2.9
o21bai_1	6	0.17
nor2b_1	13	0.31
o221ai_1	3	0.10
fa_1	380	29
xor2_1	18	0.60
o21a_1	18	0.51
ha_1	320	15
and2_1	411	9.8
o31a_1	3	0.10
or2_2	2	0.047
and3_1	2	0.047
a31oi_1	5	0.12
o21ai_1	23	0.44
nand4_1	6	0.14
nor3_1	17	0.32
and4_1	2	0.066
inv_1	639	9.1
xnor2_1	85	2.8
dfrtp_1	240	23
nand3b_1	5	0.14
a21o_1	36	1.0
a21oi_1	57	1.1
nor2_1	55	0.78
nand3_1	10	0.19
nor3b_1	2	0.057
o2111ai_1	5	0.17
a211oi_1	20	0.57
[registers in the layout, summed over array words and instances (netlist names)]
register,count
row.col.PE.c_out,144
row.col.PE.a_out,48
row.col.PE.b_out,48
[layout by cell type, fill, tap and decap left out, drive strengths merged, types with 3 or more instances in the layout]
cell type and n:
a211o 6, clkbuf 36, fa 380, buf 3
o21ai 39, a31o 9, nand4 6, nor3 17
or2 3, nor2b 13, xnor2 85, bufinv 4
a31oi 5, a21oi 58, nand3 10, o21a 19
o21bai 7, nor2 55, ha 320, inv 639
a211oi 21, dfrtp 240, clkdlybuf4s50 193, nand2 206
nand3b 5, and2 411, o31a 3, o221ai 3
clkinv 3, clkinvlp 7, o2111ai 5, xor2 18
a21o 37
[path summary, 6_finish.rpt]
| kind | from | slack [ns] | cells after the start | to |
|---|---|---|---|---|
| min reg2reg | row[0].col[0].PE.b_out[7] | 0.56 | 0 | row[0].col[1].PE.b_out[7] |
| max reg2reg | row[0].col[2].PE.a_out[5] | 7.17 | 15 | row[1].col[2].PE.c_out[14] |
| min in group asynchronous | rst | 2.22 | 2 | row[1].col[2].PE.c_out[9] |
| max | b[18] | 5.21 | 17 | row[2].col[0].PE.c_out[14] |
| max in group asynchronous | rst | 7.60 | 4 | row[1].col[0].PE.b_out[3] |
| min | row[0].col[0].PE.b_out[7] | 0.56 | 0 | row[0].col[1].PE.b_out[7] |
[routing by layer]
layer	vias to the layer above	track usage (%)	wire, microns
met1	8403	21.1	27100
met4	4	2.27	1160
met2	314	21.9	26300
li1	8481	-	-
met3	56	3.82	3630
met5	-	0	22
Power and IR drop assume default switching activity.
